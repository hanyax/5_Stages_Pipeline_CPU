**config.mk**
```make
export PLATFORM = sky130hd
export DESIGN_NAME = ExtendedConstant
export DESIGN_NICKNAME = ExtendedConstant
export VERILOG_FILES = /design/flow/design.v
export SDC_FILE = /design/flow/constraint.sdc
export NUM_CORES = 4
export LEC_CHECK = 1
export CORE_AREA = 10 10 94 94
export DIE_AREA = 0 0 104 104
```
**constraint.sdc**
```tcl
current_design ExtendedConstant

set clk_period 1.8
set clk_io_pct 0.2

create_clock -name clk0 -period $clk_period

set non_clock_inputs [all_inputs -no_clocks]
set_input_delay [expr $clk_period * $clk_io_pct] -clock clk0 $non_clock_inputs
set_output_delay [expr $clk_period * $clk_io_pct] -clock clk0 [all_outputs]
```
**design.v**
```verilog
`timescale 1ns/10ps
module ExtendedConstant(ALUout, MEMout, D2, Imm12, Imm9, LDUR_STUR, ALUsrc);
	output logic [63:0] ALUout, MEMout;
	input logic [63:0] D2;
	input logic [11:0] Imm12;
	input logic [8:0] Imm9;
	input logic LDUR_STUR, ALUsrc;
	logic [63:0] Imm12Extended, Imm9Extended;
	assign Imm12Extended[11:0] = Imm12;
	assign Imm12Extended[63:12] = 52'd0;
	assign  Imm9Extended[7:0] = Imm9[7:0];
	assign Imm9Extended[63:8] = {56{Imm9[8]}};
	logic [63:0] LDURMuxOut;
	TwoToOneMux64bit m1 (.out(LDURMuxOut), .a(Imm12Extended), .b(Imm9Extended), .control(LDUR_STUR));
	TwoToOneMux64bit m2 (.out(ALUout), .a(D2), .b(LDURMuxOut), .control(ALUsrc));
	assign MEMout = D2;
endmodule
module ExtendedConstant_testbench;
	logic [63:0] ALUout, MEMout;
	logic [63:0] D2;
	logic [11:0] Imm12;
	logic [8:0] Imm9;
	logic LDUR_STUR, ALUsrc;
	initial begin
	D2 = 64'b0;
	Imm12 = 12'b000000000001;
	Imm9 = 9'b000000010;
	LDUR_STUR = 0;
	ALUsrc = 0; #400;
	LDUR_STUR = 1;
	ALUsrc = 1; #400;
	LDUR_STUR = 1;
	ALUsrc = 0; #400;
	LDUR_STUR = 0;
	ALUsrc = 1; #400;
	end
	ExtendedConstant dut(.ALUout, .MEMout, .D2, .Imm12, .Imm9, .LDUR_STUR, .ALUsrc);
endmodule
`timescale 1ns/10ps
module TwoToOneMux (out, s, d);
	output logic out;
	input logic s;
	input logic [1:0] d;
	not #50 invs (invS, s);
	and #50 andA (and0, d[0], invS);
	and #50 andB (and1, d[1], s);
	or #50 OR (out, and0, and1);
endmodule
module TwoToOneMux_testbench;
	logic out;
	logic [1:0] d;
	logic  s;
	initial begin
	d = 2'b00; s=0;#400;
	d = 2'b01; s=0;#400;
	d = 2'b10; s=1;#400;
	d = 2'b11; s=1;#400;
	d = 2'b00; s=0;#400;
	d = 2'b01; s=0;#400;
	d = 2'b10; s=1;#400;
	d = 2'b11; s=1;#400;
	d = 2'b00; s=0;#400;
	d = 2'b01; s=0;#400;
	d = 2'b10; s=1;#400;
	d = 2'b11; s=1;#400;
	end
	TwoToOneMux dut (.out, .s, .d);
endmodule
`timescale 1ns/10ps
module TwoToOneMux64bit(out, a, b, control);
	output logic [63:0] out;
	input logic [63:0] a, b;
	input logic control;
	genvar i;
	generate
		for (i=0;i<64;i++) begin : muxs
			TwoToOneMux mux (.out(out[i]), .s(control), .d({b[i], a[i]}));
		end
	endgenerate
endmodule
module TwoToOneMux64bit_testbench;
	logic [63:0] out, a, b;
	logic control;
	initial begin
	a = 64'h0000000000000000;b = 64'h1111111111111111; control=0;#400;
	control=1;#400;
	b = 64'h0000000000000000;a = 64'h1111111111111111; control=0;#400;
	control=1;#400;
	end
	TwoToOneMux64bit dut (.out, .a, .b, .control);
endmodule
```
**run.sh**
```bash
#!/bin/bash
# OpenROAD 26Q1-2900-gdf79404cd8, Yosys 0.63+post, stock flow scripts
make -C /OpenROAD-flow-scripts/flow DESIGN_CONFIG=/design/flow/config.mk WORK_HOME=/design/flow/orfs finish
```
==> summary.txt <==
yosys + openroad results -> die area 0.0108 mm², total number of vias 1784, Max Cap Viol 0, Syn Inst Count 284, CP Capture Type primary output, registers 0, detailed-route wire length per cell 14.7 µm, Initial Utilization 25.6%, I/O pin total 215, max_slew headroom 90.2%, DR pass1 iterations 4, CP arrival 1390 ps, vias in the first global route 1839, worst hold-check path type input pin to primary output, Fillers 713, Storage cell area 0 µm², CORE AREA 0.00683 mm², hpwl dp 6170 µm, first-pass GRT wire length 10700 µm, PortBufs 215, Tool Warnings 32, worst-path fanout max 2, min cycle time layout 1750 ps, worst hold endpoint ALUout[45], WS Path Type input pin to primary output, global route overflow 0, RSZ-0062 raised after global routing false, dpl ws -467 ps, final routed DRC violation total 0, final hold vios 0, most frequent cells in the layout 145 x clkdlybuf4s50_1, 64 x dlygate4sd2_1, 52 x inv_1, Yosys warning count 3, Leak Pwr 0.00157 µW, initial antenna violation count 0, worst hold margin 1190 ps, hold path depth 4, die width 104 µm, Peak Freq 0.572 GHz, max-slew violations 0, Area Overhead vs Synth 76.0%, final worst slack 53.1 ps, Chip Height 104 µm, Worst VDD drop 0.0820 mV, cells in synth_stat.txt 284, # diodes 0, Chip Area, Yosys 0.00175 mm², Placer Congestion 0.783, power density over cell area 206 mW/mm², # rows 30, Worst setup SP type input pin, # setup viols final 0, crit share post-route 97.0%, synthesized area 0.00175 mm², min-delay src D2[45], leading area contributor after synthesis buf_4, syn_area_per_cell 6.15 µm², Initial DRC Count 27, Area leader share 55.9%, postcts setup bufs 0, Via density 3.83, total wire length 6870 µm, Worst-Margin Slew 142 ps, Logic cell area 503 µm², top cells, area buf_4 56%, o21ai_0 14%, inv_1 11%, Final ANT Viol Nets 0, setup tns final 0 ps, Commonest Layout Cell clkdlybuf4s50_1, Power Total 635 µW, Worst Path Required 1440 ps, post-synthesis sequential area ratio 0%, Cell Type Count 11, clock buffers 0, status completed, total routing usage reported by global routing 11.9%, layout cell share with drive strength beyond 1 4.59%, largest net degree at the start of global routing 35
==> logic make-up (layout without fill, tap and decap cells) <==
| group | after synthesis | count (layout) | synth area share (%) |
|---|---|---|---|
| compound gates | 64 | 64 | 18.3 |
| buf+inv | 195 | 281 | 71.2 |
| mux | 12 | 12 | 6.88 |
| simple gates | 13 | 13 | 3.58 |
==> per-layer routing <==
layer | up-vias | part of all wire [%] | wire (µm) | global-route usage (%)
li1 | 928 | - | - | -
met4 | 0 | 0.28 | 19 | 0.298
met2 | 108 | 52 | 3580 | 22.4
met1 | 746 | 34 | 2360 | 11.5
met3 | 2 | 13 | 912 | 6.64
met5 | - | 0 | 0 | 0
==> where the power goes <==
part / leakage (µW) / internal, µW / total (µW) / switching [µW]
combinational: 0.00157 / 464 / 635 / 171
sequential: 0 / 0 / 0 / 0
clock: 0 / 0 / 0 / 0
total: 0.00157 / 464 / 635 / 171
==> synthesized netlist by cell type <==
cell        n
clkbuf_1    4
nor2_1     12
inv_1      52
buf_2       7
a21oi_1    12
o21ai_0    48
buf_4     130
buf_6       2
o21ai_1     4
nand3_4     1
mux2i_1    12
==> what timing repair did <==
item                                    CTS  global route
endpoints found under the setup margin   64             3
hold buffers                              0             0
pin swaps                                 4             0
resized                                  80             3
==> critical path: stages <==
cell	delay (ps)
clkdlybuf4s50_1	470
buf_4	100
clkdlybuf4s50_1	450
==> how the worst max path moves through the flow <==
stage	from	endpoint	slack (ps)	cells past startpoint
4_1_cts	D2[27]	MEMout[27]	4	3
6_report	D2[5]	MEMout[5]	50	3
5_1_grt	D2[5]	MEMout[5]	20	3
==> through the flow <==
step                std cells  util (%)  instance area [µm²]
finish                    466      45.0                 3070
global route              466      45.0                 3070
CTS                       466      44.9                 3070
detailed placement        466      46.0                 3150
global placement          466      46.0                 3150
floorplan                 284         -                 1750
==> cell type report <==
cell class | instances | share of cell area [%]
timing repair buffer | 229 | 73.4
multi-input combinational | 89 | 16.4
inverter | 52 | 6.35
tap | 96 | 3.91
Power is estimated from default activity; no workload was simulated.
