File: flow/run.sh
#!/bin/bash
# OpenROAD 26Q1-2900-gdf79404cd8, Yosys 0.63+post, stock flow scripts
make -C /OpenROAD-flow-scripts/flow DESIGN_CONFIG=/design/flow/config.mk WORK_HOME=/design/flow/orfs finish
File: flow/config.mk
export PLATFORM = sky130hd
export DESIGN_NAME = forwarding_control
export DESIGN_NICKNAME = forwarding_control
export VERILOG_FILES = /design/flow/design.v
export SDC_FILE = /design/flow/constraint.sdc
export NUM_CORES = 4
export LEC_CHECK = 1
export CORE_AREA = 10 10 163 163
export DIE_AREA = 0 0 173 173
File: flow/constraint.sdc
current_design forwarding_control

set clk_period 11.4
set clk_io_pct 0.2

create_clock -name clk0 -period $clk_period

set non_clock_inputs [all_inputs -no_clocks]
set_input_delay [expr $clk_period * $clk_io_pct] -clock clk0 $non_clock_inputs
set_output_delay [expr $clk_period * $clk_io_pct] -clock clk0 [all_outputs]
File: flow/design.v
`timescale 1ns/10ps
module forwarding_control(D1, D2, Rn, Rm, ExeRegIn, MemRegIn, D1_reg, D2_reg, ExeValueIn, MemValueIn, Rm_True, Rn_True);
	output logic [63:0] D1, D2;
	input logic [63:0] D1_reg, D2_reg, ExeValueIn, MemValueIn;
	input logic [4:0] Rn, Rm, ExeRegIn, MemRegIn;
	input logic Rm_True, Rn_True;
	always_comb begin
		if (Rn_True == 1) begin
			if (Rn == ExeRegIn) begin
				if (Rn == 5'b11111) begin
					D1 = 64'b0;
				end else begin
					D1 = ExeValueIn;
				end
			end else if (Rn == MemRegIn) begin
				if (Rn == 5'b11111) begin
					D1 = 64'b0;
				end else begin
					D1 = MemValueIn;
				end
			end else begin
				D1 = D1_reg;
			end
		end else begin
			D1 = D1_reg;
		end
		if (Rm_True == 1) begin
			if (Rm == ExeRegIn) begin
				if (Rm == 5'b11111) begin
					D2 = 64'b0;
				end else begin
					D2 = ExeValueIn;
				end
			end else if (Rm == MemRegIn) begin
				if (Rm == 5'b11111) begin
					D2 = 64'b0;
				end else begin
					D2 = MemValueIn;
				end
			end else begin
				D2 = D2_reg;
			end
		end else begin
			D2 = D2_reg;
		end
	end
endmodule
==> metrics.log <==
[report] extracting results
INFO  metric core_util_floorplan = between 10% and 20%
INFO  metric total_negative_setup_slack = 0 ns
INFO  metric num-fill-cells = around 2,400
INFO  metric critical_path.n_buffers_inverters = 3
INFO  metric grt_setup_unrepaired = no
INFO  metric timing.critical_path.from = Rm[1]
INFO  metric via_per_inst = ~4.3
INFO  metric cp_max_fo = 33
INFO  metric placement.io_buffers = around 410
INFO  metric pin_count = 406
INFO  metric grt_pass1_wl = 31.0 mm
INFO  metric met3WireLength = 1.99 mm
INFO  metric gr-usage-all-layers = approximately an eighth
INFO  metric worst_ep_arrival_time = approximately 5.3 ns
INFO  metric dp_hpwl = ~18 mm
INFO  metric cp-start-kind = primary input
INFO  metric vdd_drop_max = about 0.015 mV
INFO  metric crit_required = 9.12 ns
INFO  metric openroad.warnings = 32
INFO  metric grt_antenna_before_repair = 0
INFO  metric final-comb-area = about 2100 sq um
INFO  metric post_route_cells_drive_above_1_share = ~3.0%
INFO  metric fp.dieW = about 170 um
INFO  metric period_minus_slack = between 7 and 8 ns
INFO  metric yosys_area = about 2600 sq um
INFO  metric synthDominantCellAreaShare = 47.5%
INFO  metric min_period_over_period = ~67%
INFO  metric max_cap_violations = 0
INFO  metric powerDensity = about 35 nW/um^2
INFO  metric routabilityCongestion = between 0.9 and 1
INFO  metric overall_routed_net_length = between 20 and 25 mm
INFO  metric run_status = complete, no violations
INFO  metric n_sequential_cell = 0
INFO  metric pin_count_of_the_biggest_net_entering_global_routing = 38
INFO  metric clockPowerShare = 0%
INFO  metric drcViolationCount = 0
INFO  metric wl_cell = approximately 19 um
INFO  metric initialDrtViolationCount = ~240
INFO  metric grt_remaining_overflow = 0
INFO  metric postSynthAreaPerCell = approximately 6.5 sq um
INFO  metric yosys-top-cells-count = sky130_fd_sc_hd__nor2_1, sky130_fd_sc_hd__a221o_1, sky130_fd_sc_hd__inv_1, sky130_fd_sc_hd__xnor2_1
INFO  metric hold_start = D1_reg[1]
INFO  metric die.size.y = between 150 and 200 um
INFO  metric most_common_cell_in_the_synthesized_netlist = sky130_fd_sc_hd__nor2_1
INFO  metric crit_path_cell_trace = clkdlybuf4s50_1 -> nand3_1 -> o21ai_0 -> or3_2 -> buf_4 -> nor2_1 -> a221o_1 -> clkdlybuf4s50_1
INFO  metric antenna_viol_nets_final = 0
INFO  metric criticalPathCategory = in -> out
INFO  metric switching_power = around 0.000066 W
INFO  metric yosys-top-cells-area = sky130_fd_sc_hd__a221o_1, sky130_fd_sc_hd__nor2_1, sky130_fd_sc_hd__inv_1, sky130_fd_sc_hd__xnor2_1, sky130_fd_sc_hd__buf_6
INFO  metric synthToLayoutAreaGrowth = 163%
INFO  metric mappedNetlistArea = 2610 sq um
INFO  metric register_area = 0 sq um
INFO  metric critPathMaxStageDelay = about 0.66 ns
INFO  metric final-hold-violation-count = 0
INFO  metric maxClockFrequency = about 130 MHz
INFO  metric yosysWarningCount = 1
INFO  metric ant_cells = 0
INFO  metric grt_pass1_vias = approximately 5,000
INFO  metric placement_rows = 55
INFO  metric finalMaxSlewViolations = 0
INFO  metric post_cts_hold_buffer_count = 0
INFO  metric hold_path.class = in -> out
INFO  metric worst_path_dominant_cell_family = buffers and inverters
INFO  metric setup_viol_count_final = 0
INFO  metric worst_margin_slew = just under 0.9 ns
INFO  metric slew_headroom = approximately two fifths
INFO  metric power_internal = about 0.00018 W
INFO  metric cp_endpoint_kind = output pin
INFO  metric yosys_cell_count = ~400
INFO  metric routed-wl-met2 = 10.4 mm
INFO  metric fin_util = between 30% and 40%
INFO  metric cpMaxStageDelayCell = sky130_fd_sc_hd__or3_2
INFO  metric clockBufferCount = 0
INFO  metric detail_route.wirelength.met1 = roughly 8.4 mm
INFO  metric yosys.area.top_type = sky130_fd_sc_hd__a221o_1
INFO  metric p_leak = 2.76 nW
INFO  metric power.share.sequential = 0%
INFO  metric power_switching_share = a little over a quarter
INFO  metric cts.repair.resized = 0
INFO  metric yosys.stat.seqShare = 0%
INFO  metric synth.lib_cells_used.distinct = 20
INFO  metric synthesis.instances = 400
INFO  metric via_count = between 4,000 and 5,000
INFO  metric coreArea = ~23,000 sq um
INFO  metric chip_area = around 30,000 sq um
INFO  metric cell_repeated_most_along_the_worst_path = sky130_fd_sc_hd__clkdlybuf4s50_1
INFO  metric cts_setup_buffers = 0
INFO  metric top_signal_layer_used = met4
INFO  metric detailedRoute.firstPassIterationCount = 5
INFO  metric p_comb_share = ~100%
-- layout by cell type (no fill, tap or decap), drive strengths merged --
master         Yosys  final
a221o            128    128
buf               26      9
clkdlybuf4s50      0    406
inv               64     64
nand2              4      4
nand3              4      4
nand4              2      2
nor2             132    132
nor4               2      2
o21ai              4      4
or3                2      2
xnor2             18     18
xor2               2      2
-- per-stage QoR --
| step | power [W] | worst slack [ns] | hold slack, ns | area [sq um] | instances |
|---|---|---|---|---|---|
| 2_1_floorplan | 0.0000545 | 5.64 | 4.65 | 2610 | 400 |
| 3_3_place_gp | 0.000244 | 3.74 | 5.60 | 6880 | 1090 |
| 3_5_place_dp | 0.000242 | 3.77 | 5.60 | 6880 | 1090 |
| 4_1_cts | 0.000244 | 3.75 | 5.60 | 6880 | 1090 |
| 5_1_grt | 0.000259 | 3.62 | 5.61 | 6880 | 1090 |
| 6_report | 0.000241 | 3.82 | 5.59 | 6880 | 1090 |
-- tightest hold or removal path: cells and delay by family --
kind            cells  cell delay, ns
compound gates      1            0.13
buf+inv             2            0.90
-- area by class of cell --
class	instances	share of cell area (%)
Tap cell	313	5.69
Inverter	64	3.49
Timing Repair Buffer	415	60.0
Multi-Input combinational cell	298	30.8
-- logic make-up (layout without fill, tap and decap cells) --
family / after synthesis / in the layout / share of synthesized area, %
AND/OR/NAND/NOR: 146 / 146 / 23.5
buffers and inverters: 102 / 479 / 19.5
XOR/XNOR: 20 / 20 / 6.70
AND-OR/OR-AND: 132 / 132 / 50.3
-- worst paths after layout --
check / to / slack (ns) / cells past startpoint
worst max-delay path: D2[63] / 3.82 / 8
worst min-delay path: D1[1] / 5.59 / 3
-- power groups by stage --
| stage | Combinational [W] | Clock [W] | Sequential, W |
|---|---|---|---|
| final | 0.000241 | 0 | 0 |
| after global routing | 0.000259 | 0 | 0 |
| after CTS | 0.000244 | 0 | 0 |
-- routing by layer --
layer | vias to the layer above | GRT usage (%)
met5 | - | 0
met4 | 0 | 1.37
met3 | 16 | 3.72
met2 | 284 | 22.9
met1 | 2162 | 15.8
li1 | 2264 | -
Power and IR drop assume default switching activity.
