File: config.mk
export PLATFORM = sky130hd
export DESIGN_NAME = ThirtyTwoToOneMux
export DESIGN_NICKNAME = ThirtyTwoToOneMux
export VERILOG_FILES = /design/flow/design.v
export SDC_FILE = /design/flow/constraint.sdc
export NUM_CORES = 4
export LEC_CHECK = 1
export CORE_AREA = 10 10 70 70
export DIE_AREA = 0 0 80 80
File: constraint.sdc
current_design ThirtyTwoToOneMux

set clk_period 1.8
set clk_io_pct 0.2

create_clock -name clk0 -period $clk_period

set non_clock_inputs [all_inputs -no_clocks]
set_input_delay [expr $clk_period * $clk_io_pct] -clock clk0 $non_clock_inputs
set_output_delay [expr $clk_period * $clk_io_pct] -clock clk0 [all_outputs]
File: design.v
module FourToOneMux(out, s, d);
	output logic out;
	input logic [3:0] d;
	input logic [1:0] s;
	logic [1:0] m0m1;
	TwoToOneMux m0(M0, s[0], d[1:0]);
	TwoToOneMux m1(M1, s[0], d[3:2]);
	assign m0m1[0] = M0;
	assign m0m1[1] = M1;
	TwoToOneMux m2(out, s[1], m0m1);
endmodule
module FourToOneMux_testbench;
	logic out;
	logic [3:0] d;
	logic [1:0] s;
	initial begin
	d = 4'b0001; s=2'b00;#400;
	d = 4'b0010; s=2'b01;#400;
	d = 4'b0100; s=2'b10;#400;
	d = 4'b1000; s=2'b11;#400;
	d = 4'b0001; s=2'b00;#400;
	d = 4'b0010; s=2'b01;#400;
	d = 4'b0100; s=2'b10;#400;
	d = 4'b1000; s=2'b11;#400;
	end
	FourToOneMux dut (.out, .s, .d);
endmodule
module SixteenToOneMux(out, s, d);
	output logic out;
	input logic [15:0] d;
	input logic [3:0] s;
	logic [3:0] m;
	FourToOneMux f0 (m[0], s[1:0], d[3:0]);
	FourToOneMux f1 (m[1], s[1:0], d[7:4]);
	FourToOneMux f2 (m[2], s[1:0], d[11:8]);
	FourToOneMux f3 (m[3], s[1:0], d[15:12]);
	FourToOneMux f4 (out, s[3:2], m);
endmodule
module SixteenToOneMux_testbench;
	logic out;
	logic [15:0] d;
	logic [3:0] s;
	integer i;
	initial begin
	s=4'b0000;
	d=16'b0000000000000000;
	for (i = 0; i < 16; i++) begin
		d[i] = 1; #400;
		d[i] = 0;
		s++;
	end
	end
	SixteenToOneMux dut (.out, .s, .d);
endmodule
`timescale 1ns/10ps
module ThirtyTwoToOneMux(out, s, d);
	output logic out;
	input logic [31:0] d;
	input logic [4:0] s;
	logic sixteen0, sixteen1;
	logic and0, and1, notS4;
	SixteenToOneMux s0 (sixteen0, s[3:0], d[15:0]);
	SixteenToOneMux s1 (sixteen1, s[3:0], d[31:16]);
	not #50 nots4 (notS4, s[4]);
	and #50 a0 (and0, notS4, sixteen0);
	and #50 a1 (and1, s[4], sixteen1);
	or #50 o1 (out, and0, and1);
endmodule
module ThirtyTwoToOneMux_testbench;
	logic out;
	logic [31:0] d;
	logic [4:0] s;
	integer i;
	initial begin
	s=5'b00000;
	d=32'b00000000000000000000000000000000;
	for (i = 0; i < 32; i++) begin
		d[i] = 1; #800;
		d[i] = 0;
		s++;
	end
	end
	ThirtyTwoToOneMux dut (.out, .s, .d);
endmodule
`timescale 1ns/10ps
module TwoToOneMux (out, s, d);
	output logic out;
	input logic s;
	input logic [1:0] d;
	not #50 invs (invS, s);
	and #50 andA (and0, d[0], invS);
	and #50 andB (and1, d[1], s);
	or #50 OR (out, and0, and1);
endmodule
module TwoToOneMux_testbench;
	logic out;
	logic [1:0] d;
	logic  s;
	initial begin
	d = 2'b00; s=0;#400;
	d = 2'b01; s=0;#400;
	d = 2'b10; s=1;#400;
	d = 2'b11; s=1;#400;
	d = 2'b00; s=0;#400;
	d = 2'b01; s=0;#400;
	d = 2'b10; s=1;#400;
	d = 2'b11; s=1;#400;
	d = 2'b00; s=0;#400;
	d = 2'b01; s=0;#400;
	d = 2'b10; s=1;#400;
	d = 2'b11; s=1;#400;
	end
	TwoToOneMux dut (.out, .s, .d);
endmodule
File: run.sh
#!/bin/bash
# OpenROAD 26Q1-2900-gdf79404cd8, Yosys 0.63+post, stock flow scripts
make -C /OpenROAD-flow-scripts/flow DESIGN_CONFIG=/design/flow/config.mk WORK_HOME=/design/flow/orfs finish
==> GITHUB_STEP_SUMMARY <==
## Implementation flow summary

| Metric | Value |
|---|---|
| Post-Layout Cell Count | `129` |
| Largest net degree at the start of global routing | `10` |
| Slew headroom | `0.877` |
| Ports | `38` |
| Buffers plus inverters on the worst setup path | `3` |
| Die Width | `80 um` |
| Worst Path Max Fanout | `7` |
| Setup WS pre-CTS | `-0.822 ns` |
| Layout cell share with drive strength beyond 1 | `0.217` |
| Tool Warnings | `34` |
| First-pass GRT wire length | `2.46 mm` |
| Synthesized area per cell | `8.00 sq um` |
| Flop area | `0 sq um` |
| Most instantiated logic cells after routing | `32 x dlygate4sd2_1, 13 x mux2i_1, 5 x nand2_1, 4 x buf_4` |
| Comb power frac | `1.000` |
| Slew Limit Fails | `0` |
| Routed met3 length | `160 um` |
| Max-cap violations | `0` |
| Final worst slack | `-0.0481 ns` |
| Crit path cell chain | `buf_8, buf_8, mux2i_2, a22oi_1, nand4_1, a21oi_1, or3_1, buf_2` |
| Synthesis area per yosys | `328 sq um` |
| M1 wire length | `748 um` |
| Vias per cell | `3.66` |
| Yosys Instances | `41` |
| Post-DP HPWL | `1.39 mm` |
| Peak per-stage delay on the critical path | `0.36 ns` |
| Synth Seq Share | `0` |
| Worst hold path class | `in -> out` |
| Violated checks | `negative setup slack` |
| Internal | `90.8 uW` |
| Drt drc | `0` |
| Cell with the largest stage delay on the worst path | `or3_1` |
| Status | `finished, violations left` |
| Mapped cell area | `328 sq um` |
| Critical Path RT | `1.44 ns` |
| CP top delay family | `simple AND/OR/NAND/NOR gates` |
| Number of diodes | `0` |
| Vias in the first global route | `491` |
| Clock network power share | `0` |
| Via count | `472` |
| I/O Buffers | `38` |
| Die height | `80 um` |
| Core Box Area | `3420 sq um` |
| Post-layout period usage | `1.03` |
| Cell total after placement | `127` |
| Most used cell, CP | `buf_8` |
| Area Growth Syn to Fin | `133%` |
| Worst Setup End Kind | `output pin` |
| Setup-failing EPs final | `1` |
| Total gr overflow | `0` |
| Leakage | `0.000371 uW` |
| Cells after Synth | `41` |
| Min Clock Period, post-route | `1.85 ns` |
| Row count | `21` |
| Worst EP arrival | `1.49 ns` |
| Sw frac | `0.357` |
| Syn. warnings | `5` |
| Met2 Wirelength | `660 um` |
| Hold Buf Count CTS | `0` |
| All-layer global routing usage | `0.0466` |
| Worst slew pin tran | `0.180 ns` |
| Commonest Layout Cell | `dlygate4sd2_1` |
| Worst hold stages | `5` |
| Startpoint types | `input pin` |
| RSZ-0062 raised after global routing | `yes` |
| Hold Crit Endpoint | `out` |
| Sequential power share | `0` |
| Final core occ | `0.224` |
| Die area | `6400 sq um` |
| Top sig layer | `met3` |
| Initial DRC Count | `8` |
| Crit Path Class | `in -> out` |
| Cell variety after synth | `16` |
| Final hold violations | `0` |
| Flops | `0` |
| Antenna-violating nets left | `0` |
| Hold Path Origin | `d[26]` |
| Antenna violations before repair | `0` |
| Drt pass-1 iters | `4` |
| Pwr dens | `185 nW/um^2` |
| WL/cell | `12.2 um` |
| Init Core Util | `0.0960` |
| Peak Freq | `0.541 GHz` |
| Worst VDD drop | `0.0406 mV` |
| Clkbuf count | `0` |
| Routability cong. | `0.766` |
| NetSw | `50.3 uW` |
| Total wire length | `1.57 mm` |
layout make-up:
cell class / instances / area [sq um]
Fill cell: 389 / 2650
Timing Repair Buffer: 44 / 390
Multi-Input combinational cell: 39 / 317
Tap cell: 46 / 57.6
logic make-up (layout without fill, tap and decap cells):
family                 count (synthesis)  after routing  share of synthesized area
AND/OR/NAND/NOR                       15             15                      0.256
multiplexers                          16             16                      0.489
buffers and inverters                  2             44                     0.0954
AND-OR/OR-AND                          8              8                      0.160
cells in the mapped netlist, drive strengths merged:
cell	n	area, sq um
or3	1	6.26
and2b	2	16.3
nand2b	1	6.26
nand4b	1	8.76
buf	2	31.3
nand4	1	6.26
and2	1	7.51
nand3	2	10.0
a22oi	4	30.0
nand2	5	18.8
mux2i	16	160
a211oi	1	7.51
nor2	1	3.75
a21oi	3	15.0
worst max path at each step:
stage | startpoint | to | cells after the start | slack (ns)
CTS | s[1] | out | 8 | -0.04
global route | s[1] | out | 8 | -0.12
finish | s[1] | out | 8 | -0.05
power groups by stage:
| stage | clock network [uW] | registers (uW) | logic (uW) |
|---|---|---|---|
| after CTS | 0 | 0 | 137 |
| after global routing | 0 | 0 | 154 |
| final | 0 | 0 | 141 |
what timing repair did:
item / in CTS / in global routing
pin swaps: 17 / 0
gates resized: 56 / 4
cloned: 0 / 0
setup endpoints to repair: 1 / 1
buffers inserted: 2 / 0
routing by layer:
layer,track usage,vias to the layer above
met2,0.0754,27
met5,0,-
met3,0.0148,0
met4,0,0
li1,-,241
met1,0.0626,204
metrics by stage:
step                      instance area, sq um  power, uW  hold slack (ns)  setup TNS, ns
final                                      764        141             1.29        -0.0481
after global routing                       764        154             1.33         -0.125
after CTS                                  752        137             1.30        -0.0439
after detailed placement                   764        156             1.96         -0.822
after global placement                     764        156             1.96         -0.801
after floorplan                            328       57.7            0.943              0
Power is estimated from default activity; no workload was simulated.
